==> flow/design.v <==
module CRC_gen (
Reset       ,
Clk         ,
Init        ,
Frame_data  ,
Data_en     ,
CRC_rd      ,
CRC_end     ,
CRC_out     
);
input           Reset       ;
input           Clk         ;
input           Init        ;
input   [7:0]   Frame_data  ;
input           Data_en     ;
input           CRC_rd      ;
output  [7:0]   CRC_out     ;
output          CRC_end     ;
reg [7:0]       CRC_out     ;
reg [31:0]      CRC_reg;
reg             CRC_end;
reg [3:0]       Counter;
function[31:0]  NextCRC;
    input[7:0]      D;
    input[31:0]     C;
    reg[31:0]       NewCRC;
    begin
    NewCRC[0]=C[24]^C[30]^D[1]^D[7];
    NewCRC[1]=C[25]^C[31]^D[0]^D[6]^C[24]^C[30]^D[1]^D[7];
    NewCRC[2]=C[26]^D[5]^C[25]^C[31]^D[0]^D[6]^C[24]^C[30]^D[1]^D[7];
    NewCRC[3]=C[27]^D[4]^C[26]^D[5]^C[25]^C[31]^D[0]^D[6];
    NewCRC[4]=C[28]^D[3]^C[27]^D[4]^C[26]^D[5]^C[24]^C[30]^D[1]^D[7];
    NewCRC[5]=C[29]^D[2]^C[28]^D[3]^C[27]^D[4]^C[25]^C[31]^D[0]^D[6]^C[24]^C[30]^D[1]^D[7];
    NewCRC[6]=C[30]^D[1]^C[29]^D[2]^C[28]^D[3]^C[26]^D[5]^C[25]^C[31]^D[0]^D[6];
    NewCRC[7]=C[31]^D[0]^C[29]^D[2]^C[27]^D[4]^C[26]^D[5]^C[24]^D[7];
    NewCRC[8]=C[0]^C[28]^D[3]^C[27]^D[4]^C[25]^D[6]^C[24]^D[7];
    NewCRC[9]=C[1]^C[29]^D[2]^C[28]^D[3]^C[26]^D[5]^C[25]^D[6];
    NewCRC[10]=C[2]^C[29]^D[2]^C[27]^D[4]^C[26]^D[5]^C[24]^D[7];
    NewCRC[11]=C[3]^C[28]^D[3]^C[27]^D[4]^C[25]^D[6]^C[24]^D[7];
    NewCRC[12]=C[4]^C[29]^D[2]^C[28]^D[3]^C[26]^D[5]^C[25]^D[6]^C[24]^C[30]^D[1]^D[7];
    NewCRC[13]=C[5]^C[30]^D[1]^C[29]^D[2]^C[27]^D[4]^C[26]^D[5]^C[25]^C[31]^D[0]^D[6];
    NewCRC[14]=C[6]^C[31]^D[0]^C[30]^D[1]^C[28]^D[3]^C[27]^D[4]^C[26]^D[5];
    NewCRC[15]=C[7]^C[31]^D[0]^C[29]^D[2]^C[28]^D[3]^C[27]^D[4];
    NewCRC[16]=C[8]^C[29]^D[2]^C[28]^D[3]^C[24]^D[7];
    NewCRC[17]=C[9]^C[30]^D[1]^C[29]^D[2]^C[25]^D[6];
    NewCRC[18]=C[10]^C[31]^D[0]^C[30]^D[1]^C[26]^D[5];
    NewCRC[19]=C[11]^C[31]^D[0]^C[27]^D[4];
    NewCRC[20]=C[12]^C[28]^D[3];
    NewCRC[21]=C[13]^C[29]^D[2];
    NewCRC[22]=C[14]^C[24]^D[7];
    NewCRC[23]=C[15]^C[25]^D[6]^C[24]^C[30]^D[1]^D[7];
    NewCRC[24]=C[16]^C[26]^D[5]^C[25]^C[31]^D[0]^D[6];
    NewCRC[25]=C[17]^C[27]^D[4]^C[26]^D[5];
    NewCRC[26]=C[18]^C[28]^D[3]^C[27]^D[4]^C[24]^C[30]^D[1]^D[7];
    NewCRC[27]=C[19]^C[29]^D[2]^C[28]^D[3]^C[25]^C[31]^D[0]^D[6];
    NewCRC[28]=C[20]^C[30]^D[1]^C[29]^D[2]^C[26]^D[5];
    NewCRC[29]=C[21]^C[31]^D[0]^C[30]^D[1]^C[27]^D[4];
    NewCRC[30]=C[22]^C[31]^D[0]^C[28]^D[3];
    NewCRC[31]=C[23]^C[29]^D[2];
    NextCRC=NewCRC;
    end
        endfunction
always @ (posedge Clk or posedge Reset)
    if (Reset)
        CRC_reg     <=32'hffffffff;
    else if (Init)
        CRC_reg     <=32'hffffffff;
    else if (Data_en)
        CRC_reg     <=NextCRC(Frame_data,CRC_reg);
    else if (CRC_rd)
        CRC_reg     <={CRC_reg[23:0],8'hff};
always @ (CRC_rd or CRC_reg)
    if (CRC_rd)
        CRC_out     <=~{
                        CRC_reg[24],
                        CRC_reg[25],
                        CRC_reg[26],
                        CRC_reg[27],
                        CRC_reg[28],
                        CRC_reg[29],
                        CRC_reg[30],
                        CRC_reg[31]
                        };
    else
        CRC_out     <=0;
always @(posedge Clk or posedge Reset)
    if (Reset)
        Counter     <=0;
    else if (!CRC_rd)
        Counter     <=0;
    else 
        Counter     <=Counter + 1;
always @ (Counter)
    if (Counter==3)
        CRC_end=1;
    else
        CRC_end=0;
endmodule
==> flow/run.sh <==
#!/bin/bash
# OpenROAD 26Q1-2900-gdf79404cd8, Yosys 0.63+post, stock flow scripts
make -C /OpenROAD-flow-scripts/flow DESIGN_CONFIG=/design/flow/config.mk WORK_HOME=/design/flow/orfs finish
==> flow/config.mk <==
export PLATFORM = sky130hd
export DESIGN_NAME = CRC_gen
export DESIGN_NICKNAME = CRC_gen
export VERILOG_FILES = /design/flow/design.v
export SDC_FILE = /design/flow/constraint.sdc
export NUM_CORES = 4
export LEC_CHECK = 1
export CORE_UTILIZATION = 40
==> flow/constraint.sdc <==
current_design CRC_gen

set clk_period 2.5
set clk_io_pct 0.2

create_clock -name clk0 -period $clk_period [get_ports {Clk}]

set non_clock_inputs [all_inputs -no_clocks]
set_input_delay [expr $clk_period * $clk_io_pct] -clock clk0 $non_clock_inputs
set_output_delay [expr $clk_period * $clk_io_pct] -clock clk0 [all_outputs]
==> impl_metrics.py <==
# Synthesis and PnR figures
metrics = {
    "yosys": {
        "yosys-top-cells-area": "dfstp_2 (33%), xnor2_1 (16%), mux2i_1 (6.3%), a211o_1 (5.6%), xor2_1 (4.9%)",
        "synth_area_um2": 2520,
        "ys_seq_elements": 36,
        "top_area_cell": "dfstp_2",
        "syn_area_per_cell_um2": 10.4,
        "synthCells": 242,
        "ys_warn_count": 1,
        "ys_cells": 242,
        "synth_cell_types": 33,
        "synth_seq_share": 0.373,
        "top_area_frac": 0.333,
        "ys_area_um2": 2520,
    },
    "clocking": {
        "cts_setup_buffers": 0,
        "cts_tree": "built",
        "cts_made_buffers": 5,
        "cts.sinks": 36,
        "root_buffer": "clkbuf_8",
        "cts_resized": 0,
        "cts.path.max_buffers": 2,
        "htree_levels": 2,
        "path_clk_slew_ns": 0.08,
        "cts_hold_buf": 0,
        "clk_latency_ns": 0.29,
    },
    "min_path": {
        "min-delay-start": "Counter[0]",
        "worstHoldPathCells": 1,
        "holdPathEnd": "Counter[0]",
        "hold_class": "reg2reg",
    },
    "final_timing": {
        "tightest_slew_ns": 0.654,
        "skew_ns": 0.00700,
        "min_period_ns": 2.30,
        "hold_viol_final": 0,
        "finalMaxSlewViolations": 0,
        "max_freq_mhz": 434,
        "period_used_share": 0.921,
        "slew-limit-headroom": 0.564,
        "finalSetupViolations": 0,
        "layout_setup_ws_ns": 0.197,
        "rsz0062_at_grt": "false",
    },
    "critical_path": {
        "crit_type": "in2out",
        "cpMaxStageDelayCell": "clkdlybuf4s50_1",
        "r2r_start": "CRC_reg[24]",
        "slowest_delay_ns": 0.50,
        "rrSetupSlack_ns": 0.37,
        "crit_top_cell": "clkdlybuf4s50_1",
        "r2r_end": "CRC_reg[2]",
        "crit_arrival_ns": 1.80,
        "worstPathRequired_ns": 2.00,
        "worstRegToRegCells": 5,
        "critPathCaptureType": "output pin",
        "worstPathCellList": "clkdlybuf4s50_1 > buf_12 > nor2b_1 > clkdlybuf4s50_1",
        "crit_path_max_fanout": 27,
        "critPathLaunchType": "input port",
    },
    "drt": {
        "dr_wl_met3_um": 195,
        "wl_met1_um": 2770,
        "drt_iter0_drc": 82,
        "ant_nets": 0,
        "num_vias": 1788,
        "drc_errors": 0,
        "drtPass1Iterations": 4,
        "wl_um": 5400,
        "via_per_inst": 5.01,
        "highest_layer": "met4",
        "n_antenna_cell": 0,
        "wl_per_cell_um": 15.1,
        "met2_length_um": 2360,
    },
    "pwr": {
        "leakage_nw": 1.24,
        "powerDensity_nw_per_um2": 1200,
        "ir_drop_v": 0.000491,
        "power_mw": 3.67,
    },
    "global_routing": {
        "grt_pass1_vias": 1681,
        "grt_usage": 0.181,
        "grt_pass1_wl_um": 8710,
        "grt-ovfl-total": 0,
        "grt_max_degree": 39,
        "antenna_found_initial": 0,
    },
    "placed_design": {
        "dp_slack_ns": -0.0261,
        "hpwl_um": 3790,
        "portBuffers": 21,
        "dp_cells": 349,
        "place_congestion": 0.816,
    },
    "job": {
        "tool_warnings": 25,
        "cap_violations": 0,
    },
    "final_layout": {
        "regArea_um2": 941,
        "utilization": 0.512,
        "largest_reg_flops": 32,
        "logic_area_um2": 1520,
        "drive_gt1_frac": 0.287,
        "final_cells": 357,
        "syn_to_final_growth_pct": 21.5,
        "fillers": 538,
    },
    "floorplanning": {
        "fp-row-count": 28,
        "die_area_um2": 6630,
        "io_pins": 22,
        "dieWidth_um": 81.4,
        "coreArea_um2": 5990,
        "die_y_um": 81.4,
        "fp_util": 0.421,
    },
    "outcome": {
        "status": "finished clean",
    },
}
-- layout by cell type, fill, tap and decap left out, types with 6 or more instances in the layout --
master,count
a211o_1,16
mux2i_1,16
clkbuf_8,6
a21oi_1,14
xor2_1,14
xnor2_1,46
nor2_1,31
nor2b_1,12
buf_4,25
xnor2_2,6
dfstp_2,32
clkdlybuf4s50_1,20
-- cell families after synthesis --
| family | share of synthesized area |
|---|---|
| DFF | 0.373 |
| buffers and inverters | 0.0243 |
| muxes | 0.0635 |
| AOI/OAI and AO/OA | 0.122 |
| and+or+nand+nor | 0.117 |
| xor gates and xnor gates | 0.295 |
| adders and majority gates | 0.00496 |
-- layout make-up --
type,instances,area share
multi-input combinational,190,0.496
clock buffer,6,0.0269
sequential,36,0.307
timing repair buffer,47,0.135
inverter,1,0.00122
clock inverter,2,0.00327
tap,75,0.0306
-- synthesized netlist by cell type (all sizes together) --
cell	number
xnor3	1
inv	1
nand2	4
buf	2
xor3	1
xnor2	53
xor2	16
or3	1
clkbuf	13
ha	1
nor3	2
and2b	1
a2111oi	2
o32ai	4
and4b	2
dfstp	32
or2	2
a21oi	14
o21bai	4
mux2i	16
nor3b	1
and2	3
nand3	1
dfrtp	4
a211o	16
a211oi	2
nor2b	12
nor2	31
-- stage by stage --
step / setup TNS (ns) / hold WS, ns / cell area [um2]
4_1_cts: 0 / 0.473 / 3070
3_3_place_gp: -0.0429 / 0.454 / 2970
6_report: 0 / 0.469 / 3070
5_1_grt: 0 / 0.484 / 3070
2_1_floorplan: 0 / 0.432 / 2520
3_5_place_dp: -0.0261 / 0.460 / 2970
-- worst max-delay path, delay by kind of cell --
kind / cells / cell delay [ns]
buf+inv: 3 / 1.14
simple gates: 1 / 0.15
-- worst max-delay path by stage --
stage	from	to	slack (ns)
finish	CRC_rd	CRC_out[1]	0.20
global route	CRC_rd	CRC_out[6]	0.11
CTS	CRC_rd	CRC_out[1]	0.18
-- metal layers --
layer  vias to the layer above  track usage
li1                        896            -
met1                       853        0.284
met2                        32        0.277
met3                         7       0.0304
met4                         0       0.0214
met5                         -            0
-- power by group --
part	total [mW]	switching [mW]	internal, mW
combinational	2.15	0.952	1.20
sequential	1.09	0.190	0.895
clock	0.433	0.213	0.220
total	3.67	1.36	2.31
No activity file was given, so power comes from the tool's default toggle rates.
