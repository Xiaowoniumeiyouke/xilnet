--- design/flow/run.sh ---
#!/bin/bash
# OpenROAD 26Q1-2900-gdf79404cd8, Yosys 0.63+post, stock flow scripts
make -C /OpenROAD-flow-scripts/flow DESIGN_CONFIG=/design/flow/config.mk WORK_HOME=/design/flow/orfs finish
--- design/flow/constraint.sdc ---
current_design Reg_int

set clk_period 1.9
set clk_io_pct 0.2

create_clock -name clk0 -period $clk_period [get_ports {Clk_reg}]

set non_clock_inputs [all_inputs -no_clocks]
set_input_delay [expr $clk_period * $clk_io_pct] -clock clk0 $non_clock_inputs
set_output_delay [expr $clk_period * $clk_io_pct] -clock clk0 [all_outputs]
--- design/flow/config.mk ---
export PLATFORM = sky130hd
export DESIGN_NAME = Reg_int
export DESIGN_NICKNAME = Reg_int
export VERILOG_FILES = /design/flow/design.v
export SDC_FILE = /design/flow/constraint.sdc
export NUM_CORES = 4
export LEC_CHECK = 1
export CORE_UTILIZATION = 40
--- design/flow/design.v ---
module Reg_int (
input                   Reset                   ,
input                   Clk_reg                 ,
input                   CSB                     ,
input                   WRB                     ,
input           [15:0]  CD_in                   ,
output   reg    [15:0]  CD_out                  ,
input           [7:0]   CA                      ,
output          [4:0]   Tx_Hwmark               ,
output          [4:0]   Tx_Lwmark               ,   
output                  pause_frame_send_en     ,               
output          [15:0]  pause_quanta_set        ,
output                  MAC_tx_add_en           ,               
output                  FullDuplex              ,
output          [3:0]   MaxRetry                ,
output          [5:0]   IFGset                  ,
output          [7:0]   MAC_tx_add_prom_data    ,
output          [2:0]   MAC_tx_add_prom_add     ,
output                  MAC_tx_add_prom_wr      ,
output                  tx_pause_en             ,
output                  xoff_cpu                ,
output                  xon_cpu                 ,
output                  MAC_rx_add_chk_en       ,   
output          [7:0]   MAC_rx_add_prom_data    ,   
output          [2:0]   MAC_rx_add_prom_add     ,   
output                  MAC_rx_add_prom_wr      ,   
output                  broadcast_filter_en     ,
output          [15:0]  broadcast_bucket_depth              ,
output          [15:0]  broadcast_bucket_interval           ,
output                  RX_APPEND_CRC           ,
output          [4:0]   Rx_Hwmark           ,
output          [4:0]   Rx_Lwmark           ,
output                  CRC_chk_en              ,               
output          [5:0]   RX_IFG_SET              ,
output          [15:0]  RX_MAX_LENGTH           , 
output          [6:0]   RX_MIN_LENGTH           , 
output          [5:0]   CPU_rd_addr             ,
output                  CPU_rd_apply            ,
input                   CPU_rd_grant            ,
input           [31:0]  CPU_rd_dout             ,
output                  Line_loop_en            ,
output          [2:0]   Speed                   ,
output          [7:0]   Divider                 , 
output          [15:0]  CtrlData                , 
output          [4:0]   Rgad                    , 
output          [4:0]   Fiad                    , 
output                  NoPre                   , 
output                  WCtrlData               , 
output                  RStat                   , 
output                  ScanStat                , 
input                   Busy                    , 
input                   LinkFail                , 
input                   Nvalid                  , 
input           [15:0]  Prsd                    , 
input                   WCtrlDataStart          , 
input                   RStatStart              , 
input                   UpdateMIIRX_DATAReg      
);
    RegCPUData U_0_000(Tx_Hwmark                ,7'd000,16'h0009,Reset,Clk_reg,!WRB,CSB,CA,CD_in);
    RegCPUData U_0_001(Tx_Lwmark                ,7'd001,16'h0008,Reset,Clk_reg,!WRB,CSB,CA,CD_in);
    RegCPUData U_0_002(pause_frame_send_en      ,7'd002,16'h0000,Reset,Clk_reg,!WRB,CSB,CA,CD_in);
    RegCPUData U_0_003(pause_quanta_set         ,7'd003,16'h0000,Reset,Clk_reg,!WRB,CSB,CA,CD_in);
    RegCPUData U_0_004(IFGset                   ,7'd004,16'h0012,Reset,Clk_reg,!WRB,CSB,CA,CD_in);
    RegCPUData U_0_005(FullDuplex               ,7'd005,16'h0001,Reset,Clk_reg,!WRB,CSB,CA,CD_in);
    RegCPUData U_0_006(MaxRetry                 ,7'd006,16'h0002,Reset,Clk_reg,!WRB,CSB,CA,CD_in);
    RegCPUData U_0_007(MAC_tx_add_en            ,7'd007,16'h0000,Reset,Clk_reg,!WRB,CSB,CA,CD_in);
    RegCPUData U_0_008(MAC_tx_add_prom_data     ,7'd008,16'h0000,Reset,Clk_reg,!WRB,CSB,CA,CD_in);
    RegCPUData U_0_009(MAC_tx_add_prom_add      ,7'd009,16'h0000,Reset,Clk_reg,!WRB,CSB,CA,CD_in);
    RegCPUData U_0_010(MAC_tx_add_prom_wr       ,7'd010,16'h0000,Reset,Clk_reg,!WRB,CSB,CA,CD_in);
    RegCPUData U_0_011(tx_pause_en              ,7'd011,16'h0000,Reset,Clk_reg,!WRB,CSB,CA,CD_in);
    RegCPUData U_0_012(xoff_cpu                 ,7'd012,16'h0000,Reset,Clk_reg,!WRB,CSB,CA,CD_in);
    RegCPUData U_0_013(xon_cpu                  ,7'd013,16'h0000,Reset,Clk_reg,!WRB,CSB,CA,CD_in);
    RegCPUData U_0_014(MAC_rx_add_chk_en        ,7'd014,16'h0000,Reset,Clk_reg,!WRB,CSB,CA,CD_in);
    RegCPUData U_0_015(MAC_rx_add_prom_data     ,7'd015,16'h0000,Reset,Clk_reg,!WRB,CSB,CA,CD_in);
    RegCPUData U_0_016(MAC_rx_add_prom_add      ,7'd016,16'h0000,Reset,Clk_reg,!WRB,CSB,CA,CD_in);
    RegCPUData U_0_017(MAC_rx_add_prom_wr       ,7'd017,16'h0000,Reset,Clk_reg,!WRB,CSB,CA,CD_in);
    RegCPUData U_0_018(broadcast_filter_en      ,7'd018,16'h0000,Reset,Clk_reg,!WRB,CSB,CA,CD_in);
    RegCPUData U_0_019(broadcast_bucket_depth   ,7'd019,16'h0000,Reset,Clk_reg,!WRB,CSB,CA,CD_in);
    RegCPUData U_0_020(broadcast_bucket_interval,7'd020,16'h0000,Reset,Clk_reg,!WRB,CSB,CA,CD_in);
    RegCPUData U_0_021(RX_APPEND_CRC            ,7'd021,16'h0000,Reset,Clk_reg,!WRB,CSB,CA,CD_in);
    RegCPUData U_0_022(Rx_Hwmark                ,7'd022,16'h001a,Reset,Clk_reg,!WRB,CSB,CA,CD_in);
    RegCPUData U_0_023(Rx_Lwmark                ,7'd023,16'h0010,Reset,Clk_reg,!WRB,CSB,CA,CD_in);
    RegCPUData U_0_024(CRC_chk_en               ,7'd024,16'h0000,Reset,Clk_reg,!WRB,CSB,CA,CD_in);
    RegCPUData U_0_025(RX_IFG_SET               ,7'd025,16'h0025,Reset,Clk_reg,!WRB,CSB,CA,CD_in);
    RegCPUData U_0_026(RX_MAX_LENGTH            ,7'd026,16'h2710,Reset,Clk_reg,!WRB,CSB,CA,CD_in);
    RegCPUData U_0_027(RX_MIN_LENGTH            ,7'd027,16'h0040,Reset,Clk_reg,!WRB,CSB,CA,CD_in);
    RegCPUData U_0_028(CPU_rd_addr              ,7'd028,16'h0000,Reset,Clk_reg,!WRB,CSB,CA,CD_in);
    RegCPUData U_0_029(CPU_rd_apply             ,7'd029,16'h0000,Reset,Clk_reg,!WRB,CSB,CA,CD_in);
    RegCPUData U_0_033(Line_loop_en             ,7'd033,16'h0000,Reset,Clk_reg,!WRB,CSB,CA,CD_in);
    RegCPUData U_0_034(Speed                    ,7'd034,16'h0004,Reset,Clk_reg,!WRB,CSB,CA,CD_in);
always @ (posedge Clk_reg or posedge Reset)
    if (Reset)
        CD_out  <=0;
    else if (!CSB&&WRB)
        case (CA[7:1])
                7'd00:    CD_out<=Tx_Hwmark                  ;
                7'd01:    CD_out<=Tx_Lwmark                  ; 
                7'd02:    CD_out<=pause_frame_send_en        ; 
                7'd03:    CD_out<=pause_quanta_set           ;
                7'd04:    CD_out<=IFGset                     ; 
                7'd05:    CD_out<=FullDuplex                 ; 
                7'd06:    CD_out<=MaxRetry                   ;
                7'd07:    CD_out<=MAC_tx_add_en              ; 
                7'd08:    CD_out<=MAC_tx_add_prom_data       ;
                7'd09:    CD_out<=MAC_tx_add_prom_add        ; 
                7'd10:    CD_out<=MAC_tx_add_prom_wr         ; 
                7'd11:    CD_out<=tx_pause_en                ; 
                7'd12:    CD_out<=xoff_cpu                   ;
                7'd13:    CD_out<=xon_cpu                    ; 
                7'd14:    CD_out<=MAC_rx_add_chk_en          ; 
                7'd15:    CD_out<=MAC_rx_add_prom_data       ;
                7'd16:    CD_out<=MAC_rx_add_prom_add        ; 
                7'd17:    CD_out<=MAC_rx_add_prom_wr         ; 
                7'd18:    CD_out<=broadcast_filter_en        ; 
                7'd19:    CD_out<=broadcast_bucket_depth     ;    
                7'd20:    CD_out<=broadcast_bucket_interval  ;   
                7'd21:    CD_out<=RX_APPEND_CRC              ; 
                7'd22:    CD_out<=Rx_Hwmark                  ; 
                7'd23:    CD_out<=Rx_Lwmark                  ; 
                7'd24:    CD_out<=CRC_chk_en                 ; 
                7'd25:    CD_out<=RX_IFG_SET                 ; 
                7'd26:    CD_out<=RX_MAX_LENGTH              ; 
                7'd27:    CD_out<=RX_MIN_LENGTH              ; 
                7'd28:    CD_out<=CPU_rd_addr                ; 
                7'd29:    CD_out<=CPU_rd_apply               ;
                7'd30:    CD_out<=CPU_rd_grant               ;
                7'd31:    CD_out<=CPU_rd_dout[15:0]          ; 
                7'd32:    CD_out<=CPU_rd_dout[31:16]         ;                 
                7'd33:    CD_out<=Line_loop_en               ;
                7'd34:    CD_out<=Speed                      ; 
                default:  CD_out<=0                          ;
        endcase
endmodule   
module RegCPUData(
RegOut,   
CA_reg_set, 
RegInit,  
Reset,    
Clk,      
CWR_pulse,
CCSB,
CA_reg,     
CD_in_reg
);
output[15:0]    RegOut; 
input[6:0]      CA_reg_set;  
input[15:0]     RegInit;
input           Reset;
input           Clk;
input           CWR_pulse;
input           CCSB;
input[7:0]      CA_reg;
input[15:0]     CD_in_reg;
reg[15:0]       RegOut; 
always  @(posedge Reset or posedge Clk)
    if(Reset)
        RegOut      <=RegInit;
    else if (CWR_pulse && !CCSB && CA_reg[7:1] ==CA_reg_set[6:0])  
        RegOut      <=CD_in_reg;
endmodule           
==> flow_metrics.py <==
# Flow results
metrics = {
    "synth": {
        "yosysTopAreaCell": "dfrtp_1",
        "yosys_cells": 729,
        "top_cell_area_share_pct": 42.7,
        "syn_area_um2": 8610,
        "synth_cells": 729,
        "synth_cell_type_count": 65,
        "top_cell": "mux2_2",
        "ys_area_um2": 8610,
        "ys_top_cells_by_count": "mux2_2 (161), dfrtp_1 (147), buf_4 (43), nand2_1 (43), buf_2 (27)",
        "synthFlopType": "dfrtp_1",
        "adder_share_pct": 0,
        "area_leaders": "dfrtp_1 (43%), mux2_2 (21%), dfstp_2 (6.4%)",
        "mux_share_pct": 22.2,
        "aoi_share_pct": 11.1,
        "async_reset_ff_share_pct": 100,
        "logic_family": "multiplexers",
        "xor_share_pct": 0.102,
        "ys_ff": 168,
        "ys_sh_simple_pct": 10.7,
        "avgSynthCellArea_um2": 11.8,
        "edf_count": 0,
        "yosysWarnings": 69,
        "synth_seq_share_pct": 49.1,
    },
    "final_timing": {
        "tightest_slew_ns": 0.572,
        "relSlewSlack_pct": 61.9,
        "fmax_ghz": 0.531,
        "setup_violations": 0,
        "post-route-min-period_ns": 1.88,
        "fin_ws_ns": 0.0154,
        "drv_slew": 0,
        "skew_ns": 0.00979,
        "fin_crit_sh_pct": 99.2,
        "rsz0062_at_grt": "yes",
        "final-hold-violation-count": 0,
    },
    "placement": {
        "preCtsSetupSlack_ns": -0.919,
        "portBuffers": 227,
        "gp_congestion": 0.935,
        "dp_hpwl_mm": 25.0,
    },
    "grt": {
        "antenna_found_initial": 0,
        "gr-total-overflow": 0,
        "grt_pass1_vias": 7680,
        "grt_max_degree": 99,
        "grt.total_usage_pct": 32.3,
        "grt_pass1_wl_mm": 50.0,
    },
    "power": {
        "power.internal_mw": 6.35,
        "p_switching_mw": 2.38,
        "p_total_mw": 8.73,
        "swShare_pct": 27.3,
        "pwr-share-comb_pct": 15.5,
        "p_clk_share_pct": 39.1,
        "pwr-share-seq_pct": 45.4,
        "leakagePower_nw": 5.76,
        "p_per_area_nw_per_um2": 675,
        "irDropWorstVdd_uv": 543,
    },
    "routing": {
        "post_drt_wl_per_cell_um": 25.0,
        "ant_nets": 0,
        "drt_iter0_drc": 403,
        "drt-total-wl_mm": 33.9,
        "drcViolationCount": 0,
        "dr_wl_met3_mm": 2.26,
        "dr.pass1.iters": 5,
        "route.met2.wl_mm": 15.7,
        "viasPerCell": 5.54,
        "num_antenna_cells": 0,
        "num_vias": 7512,
        "met1Wirelength_mm": 15.3,
        "top_layer_used": "met4",
    },
    "finish": {
        "final_layout_size_suffix_gt1_share_pct": 37.6,
        "regArea_um2": 4230,
        "syn2layout_area_growth_pct": 50.3,
        "area.combinational_um2": 4110,
        "n_fill_cell": 1687,
        "final_util_pct": 61.4,
    },
    "worst_setup_path": {
        "crit_slowest_cell": "or3b_2",
        "r2r.worst_path.cells": 6,
        "startpoint_type": "primary input",
        "cp.buffers_inverters": 3,
        "crit_chain": "dlygate4sd2_1 > buf_4 > buf_4 > or3b_2 > a21o_1 > a211oi_2 > o32ai_1 > a31oi_1",
        "cp_top_family": "buffers and inverters",
        "cp_data_required_time_ns": 2.26,
        "crit_path_max_incr_delay_ns": 0.47,
        "critPathKind": "primary input to flop",
        "crit_path_max_fanout": 13,
        "r2r-start": "U_0_004.RegOut[2]",
        "cp-end-kind": "flop",
        "reg2reg_to": "CD_out[2]",
        "crit_top_cell": "buf_4",
        "rrSetupSlack_ns": 0.23,
        "worstPathArrival_ns": 2.24,
    },
    "clock_tree": {
        "postCtsHoldBufs": 0,
        "cts_num_sinks": 168,
        "cts_root_buf": "clkbuf_16",
        "clock_path_buffers": 2,
        "clk-insertion-delay-late_ns": 0.43,
        "clk_pin_slew_worst_paths_ns": 0.08,
        "htreeDepth": 4,
        "cts_tree": "done",
        "cts_buffers": 17,
    },
    "die": {
        "fp_util_pct": 40.8,
        "io_pins": 289,
        "dieWidth_um": 149,
        "die_h_um": 149,
        "core_um2": 21100,
        "fp.dieArea_um2": 22100,
        "rows": 53,
    },
    "flow_run": {
        "drv_cap": 0,
        "warning_count": 51,
    },
    "worst_hold_path": {
        "min_path_type": "primary input to async pin",
    },
    "run_status": {
        "status": "complete, no violations",
    },
}
==> layout make-up <==
type	instances	area share, %
Multi-Input combinational cell	499	31.7
Timing Repair Buffer	378	28.3
Clock buffer	17	3.29
Clock inverter	15	1.18
Sequential cell	168	32.7
Inverter	3	0.116
Tap cell	275	2.66
==> layer usage <==
layer  track usage (%)  up-vias
met5                 0        -
met1              50.6     3808
li1                  -     3344
met2              47.9      328
met3              8.08       32
met4              4.79        0
==> power by group through the flow <==
stage | combinational [mW] | sequential [mW] | clock (mW)
4_1_cts | 1.34 | 3.96 | 3.48
5_1_grt | 1.45 | 3.99 | 3.63
6_report | 1.35 | 3.97 | 3.41
==> logic make-up (layout without fill, tap and decap cells) <==
logic type      count (synthesis)  in the layout
flops                         168            168
compound gates                125            125
other cells                     1             38
buf+inv                        99            413
xor+xnor                        1              1
simple gates                  164            164
mux                           171            171
==> how the worst max path moves through the flow <==
stage | start | end | slack [ns] | depth (start not counted)
after CTS | CA[1] | U_0_033.RegOut[0] | -0.005 | 9
after global routing | CA[4] | CD_out[0] | -0.02 | 8
final | CA[4] | CD_out[0] | 0.02 | 8
==> timing repair <==
action                     CTS  global route
pin swaps                   10             0
gates resized               35             8
setup endpoints to repair  118            69
buffers inserted             5             1
gates cloned                 2             2
==> state kept, by name, summed over array words and instances (netlist names), 3 cells and up <==
name / cells
U_0_008.RegOut: 8
U_0_004.RegOut: 6
U_0_003.RegOut: 16
U_0_016.RegOut: 3
U_0_026.RegOut: 16
CD_out: 16
U_0_000.RegOut: 5
U_0_028.RegOut: 6
U_0_020.RegOut: 16
U_0_001.RegOut: 5
U_0_015.RegOut: 8
U_0_027.RegOut: 7
U_0_022.RegOut: 5
U_0_025.RegOut: 6
U_0_006.RegOut: 4
U_0_019.RegOut: 16
U_0_009.RegOut: 3
U_0_034.RegOut: 3
U_0_023.RegOut: 5
==> worst min-delay path: stages <==
cell,delay [ns]
clkdlybuf4s50_1,0.45
clkinvlp_4,0.13
buf_12,0.31
==> layout by cell type, fill, tap and decap left out, types with 4 or more instances in the layout <==
master / instances
clkdlybuf4s50_1: 220
mux2_2: 156
dfrtp_1: 147
buf_4: 129
nand2_1: 39
conb_1: 38
nand3_1: 23
nor2_1: 22
dfstp_2: 21
clkbuf_16: 19
a222oi_1: 17
a31oi_1: 16
buf_12: 15
o21ai_0: 14
a22oi_1: 12
mux2i_1: 10
nor2b_1: 9
a21oi_1: 9
a32oi_1: 9
nand4_1: 8
a22o_1: 8
nand2b_1: 5
nor3b_1: 5
and3_1: 5
mux2_4: 5
nand3b_1: 5
o22ai_1: 5
inv_6: 5
dlygate4sd2_1: 5
and2_1: 4
nand2_2: 4
nor3_1: 4
a2111oi_2: 4
a41oi_1: 4
buf_6: 4
==> through the flow <==
| step | hold WS, ns | setup TNS [ns] | instances | area, um^2 |
|---|---|---|---|---|
| floorplan | 0.458 | -90.91 | 766 | 8820 |
| global placement | 0.511 | -79.47 | 1313 | 12100 |
| detailed placement | 0.510 | -79.97 | 1313 | 12100 |
| CTS | 0.440 | -0.00919 | 1352 | 12800 |
| global route | 0.451 | -0.0215 | 1355 | 12900 |
| finish | 0.431 | 0 | 1355 | 12900 |
Power is estimated from default activity; no workload was simulated.
